==> flow/design.v <==
`timescale 1ns / 1ps
module pcAdder(
    input  [31:0] nowPc,
    input [31:0]  imm,
    input [1:0]   branch,
    input  zero,
    input  result,
    input  jump,
    output reg [31:0] nextPc
    );
    always @(*) begin
        if(branch==2'b01&&(zero||jump))
            nextPc<=nowPc+imm;
        else if(branch==2'b10&&(~zero||jump))
            nextPc<=nowPc+imm;
        else if(branch==2'b11&&result)
            nextPc<=nowPc+imm;
        else if(jump)
            nextPc<=nowPc+imm;
        else 
            nextPc<=nowPc+4'h4;
    end
endmodule
==> flow/run.sh <==
#!/bin/bash
# OpenROAD 26Q1-2900-gdf79404cd8, Yosys 0.63+post, stock flow scripts
make -C /OpenROAD-flow-scripts/flow DESIGN_CONFIG=/design/flow/config.mk WORK_HOME=/design/flow/orfs finish
==> flow/config.mk <==
export PLATFORM = sky130hd
export DESIGN_NAME = pcAdder
export DESIGN_NICKNAME = pcAdder
export VERILOG_FILES = /design/flow/design.v
export SDC_FILE = /design/flow/constraint.sdc
export NUM_CORES = 4
export LEC_CHECK = 1
export CORE_UTILIZATION = 40
==> flow/constraint.sdc <==
current_design pcAdder

set clk_period 18.3
set clk_io_pct 0.2

create_clock -name clk0 -period $clk_period

set non_clock_inputs [all_inputs -no_clocks]
set_input_delay [expr $clk_period * $clk_io_pct] -clock clk0 $non_clock_inputs
set_output_delay [expr $clk_period * $clk_io_pct] -clock clk0 [all_outputs]
==> qor.yml <==
crit_required_ps: 14640
dr.pass1.iters: 5
fp_util: 0.4130
die_y_um: 82.97
hold_buffers: 0
switching_share: 0.4405
syn_area_um2: 2623
outcome: "complete, no violations"
cts_setup_buffers: 0
rsz0062_at_grt: "no"
relSlewSlack: 0.6132
place_hpwl_um: 6466
dp_cells: 556
fin_cells: 556
warning_count: 33
hold_violations: 0
syn_inst: 392
ioPinCount: 101
holdWs_ps: 8236
core_um2: 6350
synthToLayoutAreaGrowth_pct: 39.50
antenna-diode-count: 0
ys_chip_area_um2: 2623
dpl-instance-area_um2: 3659
pwr-share-clk: 0
slew_violations: 0
num_vias: 3092
p_comb_frac: 1.000
worstPathArrival_ps: 6790
regArea_um2: 0
cp-end-kind: "primary output"
ir_worst_vdd_mv: 0.01812
ys_seq_frac: 0
power_frac_seq: 0
ys_cells: 392
drive_gt1_frac: 0.03340
critPathLaunchType: "primary input"
gr-total-overflow: 0
fill_cells: 591
fin_util: 0.5762
worst-setup-path-type: "primary input to primary output"
avgSynthCellArea_um2: 6.690
via_per_inst: 5.561
grt_antenna_before_repair: 0
die_area_um2: 6884
powerDensity_nw_per_um2: 34.35
worst_pin_slew_ps: 580.1
min_path_type: "primary input to primary output"
final_cell_mix: "101 x clkdlybuf4s50_1, 42 x nand2_1, 39 x a21oi_1"
yosys_warnings: 1
comb_area_um2: 2495
gp_congestion: 0.8784
post_cts_resized: 0
track_usage: 0.2244
p_switching_w: 0.00005537
worst-path-max-fanout: 3
grt_max_degree: 25
cap_violations: 0
io_buffer_count: 101
grt_pass1_wl_um: 13000
max_freq_mhz: 95.70
fin_crit_ps: 10450
antenna_left: 0
die_w_um: 82.97
setup-tns-final_ps: 0
drt_iter0_markers: 132
first_global_vias: 2773
setup_violations: 0
wl_per_cell_um: 13.95
drt-total-wl_um: 7756
synth_cell_types: 53
row_count: 29
clkbuf_count: 0
design_area_um2: 3659
p_leak_nw: 1.469
period_used_share: 0.5710
p_int_w: 0.00007031
drc: 0
ff_count: 0
lay_top_count: "clkdlybuf4s50_1"
-- worst paths after layout --
kind / from / end / slack [ps] / cells after the start
worst max-delay path: nowPc[0] / nextPc[30] / 7850 / 12
worst min-delay path: nowPc[0] / nextPc[0] / 8240 / 4
-- cell families after synthesis --
group	synth area share
fa+ha+maj	0.1603
compound gates	0.3316
simple gates	0.2662
xor+xnor	0.1737
buf+inv	0.04866
mux	0.01956
-- cell type report --
class / instances / area share
Multi-Input combinational cell: 365 / 0.6819
Inverter: 11 / 0.01129
Timing Repair Buffer: 103 / 0.2804
Tap cell: 77 / 0.02633
-- Yosys cell counts, types with 2 or more instances --
library cell	instances	area [um^2]
a211oi_1	7	52.55
a211oi_2	2	25.02
a21o_1	16	120.1
a21oi_1	39	195.2
a21oi_2	3	26.28
a221o_1	2	20.02
a31oi_1	6	37.54
and3_1	9	56.30
and4_1	2	17.52
buf_4	3	22.52
buf_6	2	22.52
clkbuf_1	10	37.54
ha_1	32	400.4
inv_1	11	41.29
mux2i_1	4	40.04
nand2_1	42	157.7
nand3_1	19	95.09
nand4_1	12	75.07
nor2_1	36	135.1
nor2b_1	3	18.77
nor3_1	8	40.04
nor3b_1	2	15.01
nor4_1	2	12.51
o211ai_1	2	15.01
o21a_1	4	30.03
o21ai_0	13	65.06
o21ai_1	15	75.07
o21bai_1	7	52.55
o221ai_1	3	26.28
or2_1	2	12.51
or3_1	2	12.51
xnor2_1	31	271.5
xor2_1	21	183.9
-- power groups by stage --
stage	Combinational (W)	Clock [W]	Sequential (W)
finish	0.000126	0	0
CTS	0.000126	0	0
global route	0.000139	0	0
-- worst max-delay path, stage by stage --
cell and delay [ps]:
clkdlybuf4s50_1 430, ha_1 250, fa_1 400, a21o_1 190
a21oi_1 260, o21ba_2 210, o221ai_1 190, a31oi_1 350
o21ai_1 110, xnor2_1 130, mux2i_1 130, clkdlybuf4s50_1 470
-- layer usage --
| metal | up-vias | global-route usage | part of all wire |
|---|---|---|---|
| met5 | - | 0 | 0 |
| met4 | 0 | 0 | 0 |
| met3 | 0 | 0.006054 | 0.049 |
| met2 | 93 | 0.3554 | 0.43 |
| met1 | 1367 | 0.3611 | 0.52 |
| li1 | 1632 | - | - |
-- per-stage QoR --
step / power, W / worst slack, ps
detailed placement: 0.0001252 / 7874
finish: 0.0001257 / 7850
floorplan: 0.00006772 / 9107
global placement: 0.0001258 / 7883
CTS: 0.0001263 / 7860
global route: 0.0001395 / 7633
Power figures rest on the tool's default switching activity, not on a simulated workload.
