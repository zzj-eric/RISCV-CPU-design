--- flow/config.mk ---
export PLATFORM = sky130hd
export DESIGN_NAME = instMem
export DESIGN_NICKNAME = instMem
export VERILOG_FILES = /design/flow/design.v
export SDC_FILE = /design/flow/constraint.sdc
export NUM_CORES = 4
export LEC_CHECK = 1
export CORE_AREA = 10 10 83 83
export DIE_AREA = 0 0 93 93
--- flow/constraint.sdc ---
current_design instMem

set clk_period 4.8
set clk_io_pct 0.2

create_clock -name clk0 -period $clk_period

set non_clock_inputs [all_inputs -no_clocks]
set_input_delay [expr $clk_period * $clk_io_pct] -clock clk0 $non_clock_inputs
set_output_delay [expr $clk_period * $clk_io_pct] -clock clk0 [all_outputs]
--- flow/design.v ---
`timescale 1ns / 1ps
module instMem(
    input  clear,  
    input  [31:0] address,  
    output reg [31:0] instruct 
    );
    reg [31:0] iMem[0:255]; 
    always @( *) begin
        if(~clear)begin
            iMem[0]<=32'h00000037;
            iMem[1]<=32'h000000b7;
            iMem[2]<=32'h02002103;
            iMem[3]<=32'h000001B7;
            iMem[4]<=32'h00402203;
            iMem[5]<=32'h000002B7;
            iMem[6]<=32'h00000337;
            iMem[7]<=32'h00802383;
            iMem[8]<=32'h00000437;
            iMem[9]<=32'h000004B7;
            iMem[10]<=32'h00000537;
            iMem[11]<=32'h00C02583;
            iMem[12]<=32'h000004B3;
            iMem[13]<=32'h001102B3;
            iMem[14]<=32'h0242C1B3;
            iMem[15]<=32'h02B181B3;
            iMem[16]<=32'h0001A303;
            iMem[17]<=32'h02730263;
            iMem[18]<=32'h00735463;
            iMem[19]<=32'h00734863;
            iMem[20]<=32'h00300133;
            iMem[21]<=32'h02B14133;
            iMem[22]<=32'hFDDFF46F;
            iMem[23]<=32'h003000B3;
            iMem[24]<=32'h02B0C0B3;
            iMem[25]<=32'hFD1FF46F;
            iMem[26]<=32'h003004B3;
            iMem[27]<=32'h02B4C4B3;
        end
    end
    always @(*) begin
        if(~clear)
            instruct<=0;
        else
            instruct<=iMem[address[9:2]];
    end
endmodule
--- flow/run.sh ---
#!/bin/bash
# OpenROAD 26Q1-2900-gdf79404cd8, Yosys 0.63+post, stock flow scripts
make -C /OpenROAD-flow-scripts/flow DESIGN_CONFIG=/design/flow/config.mk WORK_HOME=/design/flow/orfs finish
==> CHANGELOG.md <==
### Metrics

- RSZ-0062 raised after global routing: no
- Leakage: 0.415 nW
- Ant diodes: 0
- Clk_buf instances: 0
- Die Wd: 93 um
- Setup CP Type: in2out
- Area after DPL: 0.00124 mm2
- Wirelength per Cell: 13.3 um
- Synthesized cell area: 820 um2
- Synth top area share: 0.116
- Crit-path slowest cell: clkdlybuf4s50_1
- Final hold violation count: 0
- Comb area: 662 um2
- # IOs: 65
- Residual DRC count: 0
- Crit-path most repeated cell: clkdlybuf4s50_1
- Floorplan core density: 0.159
- Largest net degree at the start of global routing: 21
- Crit Path Max Fanout: 18
- RePlAce Congestion: 0.900
- Yosys Instances: 140
- Initial antenna violation count: 0
- Ratio of cells with drive above 1 in the final layout: 0.0659
- Via count: 1060
- Most numerous logic cell after layout: clkdlybuf4s50_1
- Final setup fails: 0
- Min Tclk post-route: 4310 ps
- Cell area after layout: 0.00124 mm2
- Number of gates resized after cts: 0
- Critical Path Start Type: input port
- Flops: 0
- Max Transition Viols Final: 0
- Critical path buffer and inverter count: 2
- 1st-iter DRT viols: 60
- DP HPWL: 2500 um
- Largest delay contributor family on the critical path: buffers and inverters
- # rows: 26
- GR Overflow Total: 0
- CP startpoint: address[5]
- Least-Margin Pin Slew: 706 ps
- Most instantiated logic cells after routing: clkdlybuf4s50_1, a21oi_1, nor2_1, nand2_1, o21ai_0
- Layout fillers: 616
- Yosys Warn Count: 7298
- Largest stage delay, worst path: 720 ps
- Top cells, area: a21oi_1, buf_4, o21ai_0, nor2_1, buf_2
- # port buffers: 41
- Total GRT Usage: 0.0706
- Antenna-violating nets left: 0
- Core Area: 0.00514 mm2
- CP arrival: 3350 ps
- Global-route wire length before repair: 5220 um
- Hold Crit Start: clear
- Tool warnings: 56
- CTS Hold Bufs: 0
- Max-cap violations: 0
- Synthesis area per yosys: 820 um2
- Critical Path RT: 3840 ps
- Syn_area_per_cell: 5.85 um2
- Die ar.: 0.00865 mm2
- Pwr dens: 61.7 mW/mm2
- Vias in the first global route: 997
- Yosys top cell by area: a21oi_1
- Post CTS Setup Buffer Count: 0
- Number of iterations in the first detailed-routing pass: 4
- Cells after synthesis: 140
- Die height: 93 um
- Via density: 4.47
- Distinct lib cells: 38
- Register area: 0 um2
- Peak VDD IR: 0.0344 mV
- Total power: 0.0000767 W
- Outcome: finished, final reports clean
- Total Wirelength: 3160 um
- Final worst-path cycle share: 0.899
- Layout area overhead: 51.6%
- Max-slew headroom: 0.528
- Critical Path Sink Type: output port
- Setup TNS: 0 ps
- Register share after synthesis: 0
- FMAX: 232 MHz
- Cell Chain, Critical Path: clkdlybuf4s50_1 -> and2b_1 -> nand2_1 -> a21oi_1 -> clkdlybuf4s50_1
- Tightest Hold Check Type: in2out
[metrics by stage]
| stage | instances | utilization | hold slack [ps] | setup WS, ps |
|---|---|---|---|---|
| finish | 237 | 0.242 | 2870 | 486 |
| global placement | 237 | 0.242 | 2890 | 511 |
| CTS | 237 | 0.242 | 2890 | 455 |
| floorplan | 140 | - | 1980 | 1590 |
| detailed placement | 237 | 0.242 | 2880 | 464 |
| global route | 237 | 0.242 | 2940 | 273 |
[metal layers]
metal	vias to the layer above	global-route usage	routed length (um)	part of all wire
met5	-	0	0	0
met3	0	0.0210	261	0.083
met1	476	0.0998	1530	0.48
met2	35	0.109	1370	0.43
met4	0	0.00257	0	0
li1	549	-	-	-
[logic make-up (layout without fill, tap and decap cells)]
group | count (synthesis) | in the layout | synth area share
buffers and inverters | 27 | 54 | 0.192
AND-OR/OR-AND | 52 | 52 | 0.400
XOR/XNOR | 4 | 4 | 0.0428
AND/OR/NAND/NOR | 57 | 57 | 0.365
[synth_stat cells, types with 3 or more instances]
library cell and instances:
nor2b_1 5, nor3_1 6, nand2_1 12, nand3_1 3, o21ai_0 12, nand2b_1 6
buf_4 12, inv_1 4, buf_2 9, nor2_1 15, a21oi_1 19, a21o_1 4
[report_power, final]
| group | total [W] | internal (W) | switching [W] |
|---|---|---|---|
| Sequential | 0 | 0 | 0 |
| Combinational | 0.0000767 | 0.0000365 | 0.0000402 |
| Clock | 0 | 0 | 0 |
| Total | 0.0000767 | 0.0000365 | 0.0000402 |
[worst paths after layout]
kind,to,slack [ps],depth (start not counted)
worst max-delay path,instruct[27],490,5
worst min-delay path,instruct[1],2870,2
[cell type report]
class              count  area share
multi-input cells    113       0.533
repair buffers        50       0.385
well taps             70      0.0705
inverters              4      0.0121
Power figures rest on the tool's default switching activity, not on a simulated workload.
